## flow/design.v

```verilog
module lcd_ctrl(clk, reset, datain, cmd, cmd_valid, dataout, output_valid, busy);
input           clk;
input           reset;
input   [7:0]   datain;
input   [2:0]   cmd;
input           cmd_valid;
output  reg     [7:0]dataout;
output  reg     output_valid;
output  reg     busy;
reg   [7:0]buffer[35:0];   
reg   [5:0]count;
reg   [3:0]out_count;
reg   [5:0]origin;
reg   valid;
parameter reflash = 3'd0,
          load = 3'd1,
          right = 3'd2,
          left = 3'd3,
          up = 3'd4,
          down = 3'd5;  
integer i;
always@(posedge clk)
  begin
    if(reset)
      begin
        origin <= 6'd0;
        valid <= 1'b0;
        output_valid <= 1'b0;  
        out_count <= 4'd0; 
        busy <= 1'b0;      
        count <= 6'd0;  
        for(i = 0; i < 36; i = i + 1)
          begin
            buffer[i] <= 0;
        end 
    end
    else
      begin
        if(cmd_valid)
          begin
            if(!busy)
              begin
                busy <= 1'b1;
                case(cmd)
                  reflash:begin
                    origin <= origin;
                    output_valid <= 1'b1;
                  end
                  load:begin          
                    origin <= 6'd14;
                    valid <= 1'b1;  
                    output_valid <= 1'b0; 
                  end
                  right:begin
                    if(origin == 6'd3 || origin == 6'd9 || origin == 6'd15 || origin == 6'd21)
                      origin <= origin;
                    else
                      origin <= origin + 1;
                    output_valid <= 1'b1;
                  end
                  left:begin
                    if(origin == 6'd0 || origin == 6'd6 || origin == 6'd12 || origin == 6'd18)
                      origin <= origin;
                    else
                      origin <= origin - 1;
                    output_valid <= 1'b1;
                  end
                  up:begin
                    if(origin == 6'd0 || origin == 6'd1 || origin == 6'd2 || origin == 6'd3)
                      origin <= origin;
                    else
                      origin <= origin - 6;
                    output_valid <= 1'b1;
                  end
                  down:begin
                    if(origin == 6'd18 || origin == 6'd19 || origin == 6'd20 || origin == 6'd21)
                      origin <= origin;
                    else
                      origin <= origin + 6;
                    output_valid <= 1'b1;
                  end
                  default:begin
                    origin <= origin;
                    output_valid <= 1'b0;
                  end
                endcase
            end
            else
              begin
                origin <= origin;
                valid <= valid;
                output_valid <= output_valid;
            end
        end 
        else
          begin
            output_valid <= output_valid;
            origin <= origin;
            valid <= valid;
            if(valid)
              begin
                busy <= 1'b1;
                if(count == 6'd36)
                  begin
                    count <= count;
                    output_valid <= 1'b1;
                    valid <= 1'b0;
                end
       	        else
                  begin         
                    buffer[count] <= datain;
                    count <= count + 1;
                    output_valid <= 1'b0;
                end
            end
            else
              begin
                if(output_valid)
                  begin  
                    if(out_count == 4'd8)
                      begin                     
                        busy <= 1'b0;
                        output_valid <= 1'b0;
                        out_count <= 4'd0;
                        count <= 6'd0;
                        origin <= origin - 14;
                    end
                    else 
                      begin                       
              	         busy <= 1'b1;
              	         out_count <= out_count + 1'b1;
                        if(out_count == 4'd2 || out_count == 4'd5)
              	           begin
                            origin <= origin + 4;
                        end               	 	 	
                        else
                          begin             
                            origin <= origin + 1; 
                    	   end
                    end
                end
                else
                  begin
                    origin <= origin;
                    valid <= valid;
                   	output_valid <= output_valid;
                end
          	 end
        end
    end
end  
always@(negedge clk)
begin
  if(reset)
      dataout <= 8'd0;     
  else
    begin
    if(valid)
        dataout <= 8'd0;
    else
        dataout <= buffer[origin];
  end 
end                                                                             
endmodule
```

## flow/run.sh

```bash
#!/bin/bash
# OpenROAD 26Q1-2900-gdf79404cd8, Yosys 0.63+post, stock flow scripts
make -C /OpenROAD-flow-scripts/flow DESIGN_CONFIG=/design/flow/config.mk WORK_HOME=/design/flow/orfs finish
```

## flow/config.mk

```make
export PLATFORM = sky130hd
export DESIGN_NAME = lcd_ctrl
export DESIGN_NICKNAME = lcd_ctrl
export VERILOG_FILES = /design/flow/design.v
export SDC_FILE = /design/flow/constraint.sdc
export NUM_CORES = 4
export LEC_CHECK = 1
export CORE_UTILIZATION = 30
```

## flow/constraint.sdc

```tcl
current_design lcd_ctrl

set clk_period 9.4
set clk_io_pct 0.2

create_clock -name clk0 -period $clk_period [get_ports {clk}]

set non_clock_inputs [all_inputs -no_clocks]
set_input_delay [expr $clk_period * $clk_io_pct] -clock clk0 $non_clock_inputs
set_output_delay [expr $clk_period * $clk_io_pct] -clock clk0 [all_outputs]
```

==> results.yml <==
# physical design summary
finish:
  fillerInstances: 7371
  area_growth_pct: 12.2
  fin_util: 0.341
  layout_top_cell: "edfxtp_1"
  fin_area_um2: 27000
  drive_gt1_frac: 0.159
  lay_top_cells: "edfxtp_1, and2_1, mux4_2, nor2_1, nand2_1"
route:
  vias: 13300
  wl_per_cell_um: 21.4
  drtIter0Drc: 805
  n_antenna_cell: 0
  antenna_left: 0
  viasPerCell: 4.97
  route.detailed.drc: 0
  routed_wl_um: 57200
  first_pass_iters: 4
clock_tree:
  clkSlewWorstSetupHoldPaths_ps: 60
  cts_resized: 0
  cts_sinks: 539
  cts_max_level: 2
  ctsHoldBuffers: 0
  clk_latency_ps: 630
  numCtsBuffers: 55
  post-cts-setup-buffer-count: 0
  cts_root_buf: "clkbuf_16"
  clk_path_buf_depth: 3
  cts_tree: "built"
floorplan:
  fp.dieW_um: 285
  num_io_pins: 24
  placementRows: 103
  die_h_um: 285
  fp_util: 0.304
  die_area_um2: 81400
  coreArea_um2: 79300
worst_setup_path:
  required_ps: 7520
  end_kind: "primary output"
  path_max_fanout: 1
  path_class: "reg -> out"
  slowest_delay_ps: 490
  critical_path.top_delay_family: "buffers and inverters"
  critPathLaunchType: "register"
  worstPathArrival_ps: 6200
  worst-path-buf-inv: 1
  cp_cell_sequence: "clkdlybuf4s50_1"
  slowest_stage: "clkdlybuf4s50_1"
synth:
  yosysChipArea_um2: 24100
  synth_seq_share: 0.661
  enable_flop_cells: 512
  yosysCellCount: 1566
  synth_warnings: 1
  ys_types: 64
  syn_inst: 1566
  synth_top_area_share: 0.638
  synthTopCellsByArea: "edfxtp_1, mux4_2, and2_1"
  syn_area_per_cell_um2: 15.4
  synthArstFlopShare: 0
  synth_flop_count: 539
  synth.largest_area_cell: "edfxtp_1"
  ff_type: "edfxtp_1"
  syn_area_um2: 24100
global_route:
  grt_remaining_overflow: 0
  grt_pass1_wl_um: 86900
  grt_pass1_vias: 14000
  grt_usage: 0.151
  antenna_found_initial: 1
  grt_max_degree: 65
sta:
  setup_viol: 0
  hold-worst-slack_ps: 599
  slew_violations: 0
  tightest_slew_ps: 943
  fin_skew_ps: 45.4
  rsz0062_at_grt: "no"
  maxSlewHeadroom: 0.369
  hold_viol: 0
  finalSetupTns_ps: 0
run:
  cap_viol_max_count: 0
  warnings: 47
placement:
  place_area_um2: 25300
  dp_hpwl_um: 35000
  gp_congestion: 0.885
  portBuffers: 23
hold_path:
  hold_path_class: "reg -> reg"
outcome:
  status: "complete, no violations"
pwr:
  ir_drop_v: 0.000110
  leakagePower_nw: 8.94
  power_density_nw_per_um2: 194
==> cell usage after synthesis, types with 3 or more instances <==
master and instances:
mux4_1 7, buf_1 3, nand2_1 58, buf_6 9, or3_1 5, o32ai_1 3, nor2_1 90, xor2_1 7
nand3b_1 4, a31oi_1 5, nor4_1 7, a21oi_1 43, a221o_1 8, mux2i_1 52, inv_1 12, clkbuf_1 49
o21ai_0 32, o211ai_1 4, nor2b_1 15, nand3_1 30, and2_1 289, dfxtp_1 27, a221oi_1 21, o22ai_1 3
and3_1 3, or2_2 37, a311oi_1 3, ha_1 19, nand2b_1 9, mux4_2 101, a22oi_1 7, buf_4 14
nor3_1 6, o21a_1 3, a2111oi_1 3, a211oi_1 3, xnor2_1 7, o31ai_1 6, buf_2 18, edfxtp_1 512
==> where the power goes <==
group	total [mW]	leakage, nW	internal [mW]	switching (mW)
combinational	0.483	2.87	0.190	0.293
sequential	2.71	5.21	2.67	0.0367
clock	2.06	0.860	1.17	0.884
==> registers in the layout, summed over array words and instances, names as in the netlist <==
name          flops
dataout           8
buffer          512
origin            6
count             6
busy              1
out_count         4
output_valid      1
valid             1
==> layer usage <==
| metal | vias up | GRT usage | part of all wire |
|---|---|---|---|
| li1 | 5995 | - | - |
| met1 | 6550 | 0.196 | 0.38 |
| met2 | 675 | 0.219 | 0.44 |
| met3 | 90 | 0.0999 | 0.15 |
| met4 | 2 | 0.0291 | 0.023 |
| met5 | - | 0.00465 | 0.00068 |
==> layout make-up <==
cell class                      instances  area, um2  area share
Inverter                               13       48.8     0.00180
Sequential cell                       539      15900       0.589
Multi-Input combinational cell        918       7600       0.281
Tap cell                             1050       1310      0.0486
Clock buffer                           79       1550      0.0573
Clock inverter                         31        173     0.00639
Timing Repair Buffer                   49        430      0.0159
==> worst reg2reg max path, delay by kind of cell (launching register included) <==
family                 cells  cell delay [ps]
DFF                        1              310
AOI/OAI and AO/OA          2              260
buffers and inverters      1              420
and+or+nand+nor            4             1910
==> kinds of logic after synthesis <==
family,Yosys count,share of synthesized area
AND/OR/NAND/NOR,567,0.132
XOR/XNOR,14,0.00509
flip-flops,539,0.661
buffers and inverters,109,0.0238
multiplexers,160,0.124
AND-OR/OR-AND,158,0.0451
adder cells (fa/ha/maj),19,0.00987
==> worst paths after layout <==
check | startpoint | to | slack (ps) | cells after the start
worst max-delay path | dataout[3] | dataout[3] | 1320 | 1
worst min-delay path | busy | busy | 600 | 2
worst max register to register | origin[3] | dataout[4] | 1660 | 7
worst min register to register | busy | busy | 600 | 2
==> per-stage QoR <==
stage                     power [mW]  setup WS [ps]  instances
final                           5.25           1320       2679
after global routing            5.43           1260       2679
after CTS                       5.30           1310       2679
after detailed placement        3.25           1630       2570
after global placement          3.25           1580       2570
after floorplan                 3.07           1890       1566
Power and IR drop assume default switching activity.
